[config.mk]
export PLATFORM = sky130hd
export DESIGN_NAME = debouncer
export DESIGN_NICKNAME = debouncer
export VERILOG_FILES = /design/flow/design.v
export SDC_FILE = /design/flow/constraint.sdc
export NUM_CORES = 4
export LEC_CHECK = 1
export CORE_AREA = 10 10 100 100
export DIE_AREA = 0 0 110 110
[constraint.sdc]
current_design debouncer

set clk_period 5.4
set clk_io_pct 0.2

create_clock -name clk0 -period $clk_period [get_ports {VGA_CLK}]

set non_clock_inputs [all_inputs -no_clocks]
set_input_delay [expr $clk_period * $clk_io_pct] -clock clk0 $non_clock_inputs
set_output_delay [expr $clk_period * $clk_io_pct] -clock clk0 [all_outputs]
[design.v]
module debouncer (X0,X1,X2,X3,VGA_CLK,reset,X0_deb,X1_deb,X2_deb,X3_deb);
input wire X0;
input wire X1;
input wire X2;
input wire X3;
input wire VGA_CLK;
input wire reset;
output wire X0_deb;
output wire X1_deb;	 
output wire X2_deb;
output wire X3_deb;
wire pulse;
heartbeat #(21) hb(.VGA_CLK(VGA_CLK),.reset(reset),.pulse(pulse));
reg [2:0] ff0, ff1,ff2,ff3;    
reg ff0_out, ff1_out, ff2_out, ff3_out;  
always @(posedge VGA_CLK) begin     
  	ff0_out<=ff0[0]&ff0[1]&ff0[2]; 
	ff1_out<=ff1[0]&ff1[1]&ff1[2];
	ff2_out<=ff2[0]&ff2[1]&ff2[2];
	ff3_out<=ff3[0]&ff3[1]&ff3[2];
	if(reset) begin
	   ff0<=3'b0;
	   ff1<=3'b0;
		ff2<=3'b0;
	   ff3<=3'b0;
	end
	else if(pulse) begin  
	     ff0[0]<=X0&(~X1)&(~X2)&(~X3);
	     ff0[1]<=ff0[0];
	     ff0[2]<=ff0[1];
	     ff1[0]<=X1&(~X0)&(~X2)&(~X3);
	     ff1[1]<=ff1[0];
	     ff1[2]<=ff1[1];
		  ff2[0]<=X2&(~X1)&(~X2)&(~X0);
	     ff2[1]<=ff2[0];
	     ff2[2]<=ff2[1];
	     ff3[0]<=X3&(~X0)&(~X2)&(~X1);
	     ff3[1]<=ff3[0];
	     ff3[2]<=ff3[1];
	   end
end
assign	X0_deb=(ff0[0]&ff0[1]&ff0[2])&(~ff0_out);
assign	X1_deb=(ff1[0]&ff1[1]&ff1[2])&(~ff1_out);
assign	X2_deb=(ff2[0]&ff2[1]&ff2[2])&(~ff2_out);
assign	X3_deb=(ff3[0]&ff3[1]&ff3[2])&(~ff3_out);
endmodule
module heartbeat(input wire VGA_CLK,
input wire reset,
output wire pulse);
parameter WIDTH=8;
reg [(WIDTH-1):0] count;
assign pulse=&count;
always @(posedge VGA_CLK) begin
	if(reset)
		count<={WIDTH{1'b0}};
	else
		count<=count+1'b1;
	end
endmodule
[run.sh]
#!/bin/bash
# OpenROAD 26Q1-2900-gdf79404cd8, Yosys 0.63+post, stock flow scripts
make -C /OpenROAD-flow-scripts/flow DESIGN_CONFIG=/design/flow/config.mk WORK_HOME=/design/flow/orfs finish
==> results.py <==
# Physical implementation metrics
metrics = {
    "synth": {
        "yosys_warnings": 2,
        "avgSynthCellArea_um2": 9.07,
        "synth_top_area_share_pct": 46.9,
        "ys_cells": 174,
        "area_leaders": "dfxtp_1, xnor2_1, nand4_1",
        "yosys.cell_count.top_type": "dfxtp_1",
        "ys_chip_area_um2": 1580,
        "ys_seq_share_pct": 46.9,
        "ys_ff": 37,
        "synth-main-ff-cell": "dfxtp_1",
        "netlist_area_um2": 1580,
        "yosys.cell_types.count": 31,
        "synth_top_cell_by_area": "dfxtp_1",
        "common_cells": "dfxtp_1, nor2_1, a21oi_1, nand4_1, o21ai_0",
        "synthCells": 174,
        "edf_count": 0,
        "synth-async-reset-ratio_pct": 0,
    },
    "routing": {
        "viasPerCell": 4.22,
        "drc_errors": 0,
        "dr.pass1.iters": 4,
        "vias": 1204,
        "drt-total-wl_um": 2910,
        "wire_per_inst_um": 10.2,
        "drt_iter0_drc": 75,
        "ant_nets": 0,
        "antennaDiodeCount": 0,
    },
    "hold_path": {
        "worstHoldPathType": "register to register",
        "min_from": "hb.count[0]$_SDFF_PP0_",
    },
    "pwr": {
        "pwr-share-seq_pct": 51.8,
        "ir_drop_uv": 133,
        "powerDensity_nw_per_um2": 284,
        "p_switching_mw": 0.102,
        "p_leak_nw": 0.602,
        "p_sw_share_pct": 19.2,
        "p_int_mw": 0.432,
        "combinationalPowerShare_pct": 2.5,
        "power_frac_clock_pct": 45.7,
    },
    "sta": {
        "holdWs_ns": 0.472,
        "hold_viol_final": 0,
        "worst_clock_skew_ns": 0.00599,
        "fin_crit_sh_pct": 46.2,
        "drv_slew": 0,
        "rsz0062_at_grt": "no",
        "worst_slew_pin_slew_ns": 0.746,
        "setup_viol": 0,
        "slew_headroom_pct": 49.9,
        "period_minus_slack_ns": 2.50,
        "fmax_mhz": 401,
        "tns_ns": 0,
    },
    "placement": {
        "place_inst": 277,
        "finalWeightedCongestion": 0.792,
        "port_buffers": 9,
        "dp_hpwl_um": 1980,
        "place_area_um2": 1770,
    },
    "layout": {
        "area_growth_pct": 19.3,
        "nFillCells": 819,
        "final_cell_count_no_fill": 285,
        "fin_area_um2": 1880,
        "regArea_um2": 741,
        "utilization_pct": 24.1,
        "combGateArea_um2": 793,
        "drive_gt1_share_pct": 7.10,
    },
    "clock_network": {
        "cts_root_buffer": "clkbuf_8",
        "clkTransAtPathRegs_ns": 0.07,
        "clock-sinks": 37,
        "post-cts-setup-buffers": 0,
        "post_cts_resize_count": 0,
        "numCtsBuffers": 5,
        "cts_hold_buf": 0,
        "clkLatencyLatePin_ns": 0.29,
        "cts_tree": "done",
        "max-clock-path-buffers": 2,
        "htree_levels": 2,
    },
    "grt": {
        "gr-total-overflow": 0,
        "grt_pass1_vias": 1117,
        "grt_usage_pct": 4.96,
        "grt_pass1_wl_um": 5040,
        "antenna_found_initial": 0,
        "grt_max_degree": 36,
    },
    "die": {
        "dieArea_um2": 12100,
        "rows": 32,
        "dieHeight_um": 110,
        "die_w_um": 110,
        "ioPinCount": 10,
        "initial_core_util_pct": 20.2,
        "core_um2": 7810,
    },
    "setup_path": {
        "cp-end-kind": "output pin",
        "r2r_start": "hb.count[0]$_SDFF_PP0_",
        "crit_required_ns": 4.32,
        "crit_type": "register to output pin",
        "critPathMaxFanout": 3,
        "critPathLaunch": "ff3[1]$_SDFFE_PP0P_",
        "arrival_ns": 1.42,
        "reg2reg_slack_ns": 3.44,
        "start_kind": "register",
    },
    "flow_run": {
        "stage_log_warnings": 25,
        "drv_cap": 0,
    },
    "run_status": {
        "outcome": "complete, no violations",
    },
}
placed cells by master, fill, tap and decap left out, types with 2 or more instances in the layout:
cell             synthesis  routed
a21oi_1                 12      12
and3_1                   6       6
and4_1                   2       2
clkbuf_8                 0       6
clkdlybuf4s50_1          0       9
dfxtp_1                 37      37
inv_1                    2       2
mux2i_1                  4       4
nand2_1                  5       5
nand2b_1                 4       4
nand3_1                  8       8
nand3b_1                 3       3
nand4_1                 12      12
nor2_1                  16      16
nor2b_1                  6       6
nor3_1                   3       3
nor4_1                   3       3
nor4b_1                  2       2
o21ai_0                 12      12
or3_1                    7       7
xnor2_1                  9       9
xor2_1                   4       4
power by group through the flow:
stage | Sequential, mW | Clock [mW] | Combinational (mW)
final | 0.277 | 0.244 | 0.0132
after CTS | 0.277 | 0.250 | 0.0133
after global routing | 0.277 | 0.261 | 0.0149
flip-flops by register name, indices dropped and copies added (netlist names):
signal,count
ff2_out,1
ff2,3
ff0_out,1
ff3,3
hb.count,21
ff0,3
ff1_out,1
ff1,3
ff3_out,1
cells by family (layout without fill, tap and decap cells):
kind of cell / Yosys count / count (layout) / share of synthesized area (%)
buffers and inverters: 11 / 20 / 2.85
flip-flops: 37 / 37 / 46.9
XOR/XNOR: 13 / 13 / 7.21
adder cells (fa/ha/maj): 1 / 1 / 0.792
multiplexers: 5 / 5 / 3.25
AND-OR/OR-AND: 24 / 24 / 7.61
AND/OR/NAND/NOR: 83 / 83 / 31.4
critical path, stage by stage, from the launching register on:
cell and delay (ns):
dfxtp_1 0.35, and3_1 0.17, nor2b_1 0.14, clkdlybuf4s50_1 0.48
path summary, 6_finish.rpt:
kind	to	depth (start not counted)
hold / removal	hb.count[0]$_SDFF_PP0_	1
hold reg to reg	hb.count[0]$_SDFF_PP0_	1
setup reg to reg	hb.count[18]$_SDFF_PP0_	5
setup / recovery	X3_deb	3
layer usage:
| layer | track usage, % | wire, µm |
|---|---|---|
| met5 | 0 | 0 |
| met4 | 0.929 | 59 |
| met3 | 1.76 | 187 |
| met2 | 7.49 | 1180 |
| met1 | 6.77 | 1480 |
stage by stage:
step | worst slack, ns | total power [mW]
floorplan | 3.37 | 0.290
global placement | 3.00 | 0.296
detailed placement | 3.07 | 0.296
CTS | 2.86 | 0.539
global route | 2.80 | 0.553
finish | 2.90 | 0.534
layout make-up:
class                   instances  area share (%)
repair buffers                 10            5.18
clock inverters                 1            1.59
multi-input cells             126            42.1
flip-flops and latches         37            39.3
well taps                     102            6.78
clock buffers                   7            4.58
inverters                       2           0.399
Power is estimated from default activity; no workload was simulated.
