===== /design/flow/config.mk =====
export PLATFORM = sky130hd
export DESIGN_NAME = vga_char1
export DESIGN_NICKNAME = vga_char1
export VERILOG_FILES = /design/flow/design.v
export SDC_FILE = /design/flow/constraint.sdc
export NUM_CORES = 4
export LEC_CHECK = 1
export CORE_AREA = 10 10 96 96
export DIE_AREA = 0 0 106 106

===== /design/flow/constraint.sdc =====
current_design vga_char1

set clk_period 3.7
set clk_io_pct 0.2

create_clock -name clk0 -period $clk_period

set non_clock_inputs [all_inputs -no_clocks]
set_input_delay [expr $clk_period * $clk_io_pct] -clock clk0 $non_clock_inputs
set_output_delay [expr $clk_period * $clk_io_pct] -clock clk0 [all_outputs]

===== /design/flow/design.v =====
module vga_char1 (
	counterX,
	counterY,
	baseX,
	baseY,
	vga_r,
	vga_g,
	vga_b);
input [11:0] counterX;
input [11:0] counterY;
input [11:0] baseX;
input [11:0] baseY;
output [9:0] vga_r;
output [9:0] vga_g;
output [9:0] vga_b;
wire inBox;
assign inBox = counterX > baseX &&
					counterX < baseX + 10 &&
					counterY > baseY &&
					counterY < baseY + 200;
assign vga_r = inBox ? 10'h3ff : 10'b0;
assign vga_g = inBox ? 10'h3ff : 10'b0;
assign vga_b = inBox ? 10'h3ff : 10'b0;
endmodule

===== /design/flow/run.sh =====
#!/bin/bash
# OpenROAD 26Q1-2900-gdf79404cd8, Yosys 0.63+post, stock flow scripts
make -C /OpenROAD-flow-scripts/flow DESIGN_CONFIG=/design/flow/config.mk WORK_HOME=/design/flow/orfs finish

==> out/results.ini <==
[route]
drtPass1Iterations = 3
dr.max_layer_used = met3
drtAntennaViolNets = 0
wl_met2_um = 2200
drt_iter0_drc = 11
drt_wl_total_um = 4810
met3_length_um = 271
vias = 1674
avgViaCountPerCell = 4.13
drt-met1-wl_um = 2340
wl_per_cell_um = 11.9
drc_errors = 0
diodes = 0

[sta]
hold_viol = 0
min_period_over_period = 1.01
finalSetupViolCount = 10
hold_slack_ns = 2.59
fin_ws_ns = -0.0402
fmax_ghz = 0.267
finalCriticalPeriod_ns = 3.74
drv_slew = 0
worst_slew_pin_slew_ns = 0.376
slew_headroom = 0.747
rsz0062_at_grt = yes

[die]
initCoreUtil = 0.218
rows = 31
io_pins = 78
die_h_um = 106
dieWidth_um = 106
core_area_mm2 = 0.00721
chipArea_mm2 = 0.0112

[flow_run]
maxCapViolations = 0
warnings = 37

[yosys]
top_area_cell = ha_1
yosysChipArea_mm2 = 0.00158
yosys_cells = 203
yosys_warnings = 0
syn_inst = 203
ys_top_cells_by_area = ha_1 37%, buf_4 14%, xnor2_1 8.3%
synth_seq_share = 0
yosysTopAreaCellShare = 0.365
ys_types = 33
synth_area_per_cell_um2 = 7.76
synth_area_mm2 = 0.00158

[grt]
grt_pass1_wl_um = 7780
grt_max_degree = 9
track_usage = 0.0795
grt_antenna_before_repair = 0
grt_pass1_vias = 1702
overflow = 0

[critical_path]
cpPeakStageDelay_ns = 0.28
endpoint_kind = primary output
critPathArrivalTime_ns = 3.00
crit_slowest_cell = ha_1
cp_max_fo = 4
cp.required_ns = 2.96
cp_cell_sequence = buf_6 -> and4_1 -> and3_4 -> nor2b_4 -> xnor2_2 -> ha_1 -> a21o_1 -> a21oi_2 -> o211ai_1 -> o21ai_1 -> nor4b_4 -> buf_4 -> buf_6 -> buf_6 -> buf_6
crit_top_cell = buf_6
worstSetupStartpointType = input pin
path_class = input pin to primary output

[final_layout]
layout_top_cell = buf_4
area_growth_syn_to_layout_pct = 84.3
clockBufferCount = 0
n_fill_cell = 712
logic_area_mm2 = 0.00141
lay_top_cells = 45 x buf_4, 43 x ha_1, 40 x buf_6
regArea_um2 = 0
seq_cell_count = 0
final_layout_size_suffix_gt1_frac = 0.402

[hold_path]
hold_depth = 10
hold-path-endpoint = vga_r[1]
hold_class = input pin to primary output
min_from = counterY[6]

[status]
status = complete, but fails checks
violations = negative setup slack

[placed_design]
hpwl_um = 4060
io_buffer_count = 78
place_ws_ns = -0.950
gp_congestion = 0.835

[power]
p_per_area_mw_per_mm2 = 129
ir_drop_mv = 0.0508
power.leakage_nw = 1.42

[cts]
cts.hold.buffers_added = 0

==> worst max-delay path by stage <==
stage                      end  depth (start not counted)  slack [ns]      from
final                 vga_b[8]                         15       -0.04  baseX[6]
after global routing  vga_g[2]                         15       -0.17  baseX[6]
after CTS             vga_r[4]                         16       -0.19  baseX[7]
==> power breakdown <==
group / switching, mW / internal (mW) / leakage, nW / total [mW]
registers: 0 / 0 / 0 / 0
logic: 0.144 / 0.229 / 1.42 / 0.373
clock network: 0 / 0 / 0 / 0
==> through the flow <==
step,util,area (um^2),instances,setup TNS [ns],total power [mW]
after global placement,0.357,2580,388,-27.39,0.312
final,0.402,2900,405,-0.364,0.373
after CTS,0.394,2840,406,-3.07,0.366
after detailed placement,0.357,2580,388,-28.12,0.315
after global routing,0.402,2900,405,-3.19,0.415
after floorplan,-,1600,203,-6.59,0.163
==> per-layer routing <==
metal,GRT usage,up-vias
li1,-,905
met1,0.110,724
met2,0.133,45
met3,0.0147,0
met4,0,0
met5,0,-
==> kinds of logic (layout without fill, tap and decap cells) <==
logic type | Yosys count | count (layout) | synth area share
compound gates | 41 | 41 | 0.179
xor+xnor | 16 | 16 | 0.0890
fa+ha+maj | 46 | 46 | 0.365
buf+inv | 57 | 160 | 0.209
simple gates | 43 | 43 | 0.158
==> Yosys cell counts (2+ instances only) <==
library cell and number:
nor2b_1 3, ha_1 46, inv_1 26, xnor2_1 15
nor2_1 5, nand4_1 7, a21o_1 5, o21ai_1 2
a2111oi_0 2, a21oi_1 18, nand2_1 9, buf_4 30
and4_1 2, o211ai_1 2, o21ai_0 3, nor3_1 3
nand3_1 9
==> final cells by class <==
cell class | count | area share
tap | 99 | 0.0427
multi-input combinational | 146 | 0.487
inverter | 27 | 0.0358
timing repair buffer | 133 | 0.435
==> critical path: cells and delay by family <==
kind,cells,cell delay (ns)
compound gates,4,0.57
buf+inv,5,0.58
xor+xnor,1,0.12
simple gates,4,0.70
fa+ha+maj,1,0.28
==> repair_timing <==
| action | 4_1_cts | 5_1_grt |
|---|---|---|
| pin swaps | 26 | 12 |
| cloned | 3 | 0 |
| gates resized | 195 | 23 |
| buffers inserted | 16 | 2 |
| setup endpoints to repair | 30 | 30 |
No activity file was given, so power comes from the tool's default toggle rates.
