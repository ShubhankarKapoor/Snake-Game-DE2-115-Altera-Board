==> design.v <==
module ESLab_VGA(CLOCK_50,VGA_R,VGA_G,VGA_B,VGA_BLANK_N,VGA_CLK,VGA_HS,VGA_SYNC_N,VGA_VS,	
					  KEY,
					  SW,LEDR,LEDG
					  );
wire start,reset;
input 						CLOCK_50;
output		  [7:0]		VGA_B;
output		        		VGA_BLANK_N;
output 	reg	        	VGA_CLK;
output		  [7:0]		VGA_G;
output	         		VGA_HS;
output  	  [7:0]		VGA_R;
output	         		VGA_SYNC_N;
output		        		VGA_VS;
input [3:0]KEY;
input [1:0] SW;
output [1:0] LEDR;
output [3:0] LEDG;
wire move_clock;
always @( posedge CLOCK_50 )
		VGA_CLK <= VGA_CLK + 1;
wire [11:0] CounterX;
wire [11:0] CounterY;
reg border;
wire head,body;
wire sw0, sw1, sw2, sw3;
assign reset=SW[0];
assign start=SW[1];
assign LEDR=SW;
assign LEDG=KEY;
tick_clock tick(.CLOCK_50(CLOCK_50),.move_clock(move_clock));
vga_time_generator vga0(
	.pixel_clk(VGA_CLK),
	.h_disp   (640),
	.h_fporch (16),
	.h_sync   (96), 
	.h_bporch (48),
	.v_disp   (480),
	.v_fporch (10),
	.v_sync   (2),
	.v_bporch (33),
	.vga_hs   (VGA_HS),
	.vga_vs   (VGA_VS),
	.vga_blank(VGA_BLANK_N),
	.CounterY(CounterY),
	.CounterX(CounterX) 
);
snakebody snake(.VGA_CLK(VGA_CLK),.move_clock(move_clock),.CounterX(CounterX),.CounterY(CounterY),
					 .start(start),.reset(reset),.head(head),.sw0(KEY[0]), .sw1(KEY[1]), .sw2(KEY[2]), .sw3(KEY[3]),
					 );
assign VGA_SYNC_N = 1;
always@(VGA_CLK)
begin
	border<= (CounterX>=0) && (CounterX<=20)||(CounterX>=620) && (CounterX<=640) ||(CounterY>=0) && (CounterY<=20) ||(CounterY>=460) && (CounterY<=480);
end
assign VGA_R = VGA_BLANK_N && border? 10'h0FF : 10'h010;
assign VGA_G = VGA_BLANK_N && head? 10'h0FF : 10'h010;
endmodule
module direction(VGA_CLK,sw0, sw1, sw2, sw3,direction,reset);
input wire sw0,sw1,sw2,sw3;
input wire reset;
input VGA_CLK;
output reg [2:0] direction;
always@(VGA_CLK) 
begin
if (~reset)
	begin
		if (~sw0)
		direction=3'd1;
		else if (~sw1)
		direction=3'd2;
		else if (~sw2)
		direction=(3'd3);
		else if (~sw3)
		direction=3'd4;
		else direction=direction;
	end
else 
		direction=3'd0;
end
endmodule
module snakebody(VGA_CLK,move_clock,CounterX,CounterY,start,reset,head,sw0, sw1, sw2, sw3);
input wire start,reset;
wire [2:0] direction;
input VGA_CLK,move_clock;
input wire [11:0]CounterX;
input wire [11:0]CounterY;
output reg head;
reg [11:0]stackbodyX[63:0]; 
reg [11:0]stackbodyY[63:0]; 
reg [4:0] length =1; 
integer count, count1;
input wire sw0, sw1, sw2, sw3;
direction dir(.VGA_CLK(VGA_CLK),.sw0(sw0), .sw1(sw1), .sw2(sw2), .sw3(sw3),
			 .direction(direction),.reset(reset));
always @(posedge move_clock)
begin
	if(start && (~reset))
		begin
			for(count=63;count>0;count=count-1)
				begin
					if (count<=length-1)
					begin	
						stackbodyX[count]=stackbodyX[count-1];
						stackbodyY[count]=stackbodyY[count-1];
					end
				end		
	case(direction) 
		3'd1:stackbodyX[0]=stackbodyX[0]+5; 
		3'd2:stackbodyX[0]=stackbodyX[0]-5; 
		3'd3:stackbodyY[0]=stackbodyY[0]+5; 
		3'd4:stackbodyY[0]=stackbodyY[0]-5; 
		default:
		begin
		stackbodyX[0]=stackbodyX[0];
		stackbodyY[0]=stackbodyY[0];
		end
	endcase
	end
	else if(~start || reset)
		begin
			stackbodyX[0]<=320;
			stackbodyY[0]<=240;
			for (count1=1;count1<=63;count1=count1+1)
				begin
					stackbodyX[count1]<=510; 
					stackbodyY[count1]<=720;
				end
		end
end
always @(VGA_CLK)
begin
	head<=(CounterX>stackbodyX[0] && CounterX<(stackbodyX[0]+5)) && (CounterY>stackbodyY[0] && CounterY<stackbodyY[0]+5);
end
endmodule
module tick_clock(CLOCK_50,move_clock);
input wire CLOCK_50;
output reg move_clock;
reg [21:0]count;
always @( posedge CLOCK_50 )
	begin
		count <= count + 1;
		if(count == 1777777)
		begin
			move_clock <= ~move_clock;
			count <= 0;
		end	
	end
	endmodule
module vga_time_generator(
input       pixel_clk,
input [11:0]h_disp,
input [11:0]h_fporch,
input [11:0]h_sync,   
input [11:0]h_bporch,
input [11:0]v_disp,
input [11:0]v_fporch,
input [11:0]v_sync,   
input [11:0]v_bporch,
output     vga_hs,
output     vga_vs,
output     vga_blank,
output  reg[11:0]CounterY,
output  reg[11:0]CounterX
);
wire [11:0]h_total;
assign h_total = h_disp+h_fporch+h_sync+h_bporch;	
reg [11:0]h_counter;
reg VGA_HS_o;
reg VGA_BLANK_HS_o;
always @(posedge pixel_clk)begin
if (h_counter  < (h_total-1) ) h_counter <= h_counter+1;
else h_counter <= 0;
end
always @(posedge pixel_clk)begin
case(h_counter)
                        0:{VGA_BLANK_HS_o,VGA_HS_o}=2'b01;
                 h_fporch:{VGA_BLANK_HS_o,VGA_HS_o}=2'b00;
          h_fporch+h_sync:{VGA_BLANK_HS_o,VGA_HS_o}=2'b01;
 h_fporch+h_sync+h_bporch:{VGA_BLANK_HS_o,VGA_HS_o}=2'b11;
endcase
end
wire [11:0]v_total;
assign v_total = v_disp+v_fporch+v_sync+v_bporch;
reg [11:0]v_counter;
reg VGA_VS_o;
reg VGA_BLANK_VS_o;
always @(posedge vga_hs)begin
if (v_counter < (v_total-1)) v_counter <= v_counter+1; 
else v_counter <= 0;
end
always @(posedge vga_hs)begin
case(v_counter)
                        0:{VGA_BLANK_VS_o,VGA_VS_o}=2'b01;
                 v_fporch:{VGA_BLANK_VS_o,VGA_VS_o}=2'b00;
          v_fporch+v_sync:{VGA_BLANK_VS_o,VGA_VS_o}=2'b01;
 v_fporch+v_sync+v_bporch:{VGA_BLANK_VS_o,VGA_VS_o}=2'b11;
endcase
end
assign vga_hs=VGA_HS_o;
assign vga_vs=VGA_VS_o;
assign vga_blank=VGA_BLANK_VS_o & VGA_BLANK_HS_o;
always @(posedge pixel_clk)begin
if(!VGA_BLANK_HS_o)CounterX <= 0;
else CounterX <= CounterX+1;
end
always @(posedge vga_hs)begin
if(!VGA_BLANK_VS_o)CounterY <= 0;
else CounterY <= CounterY+1;
end
endmodule
==> run.sh <==
#!/bin/bash
# OpenROAD 26Q1-2900-gdf79404cd8, Yosys 0.63+post, stock flow scripts
make -C /OpenROAD-flow-scripts/flow DESIGN_CONFIG=/design/flow/config.mk WORK_HOME=/design/flow/orfs finish
==> config.mk <==
export PLATFORM = sky130hd
export DESIGN_NAME = ESLab_VGA
export DESIGN_NICKNAME = ESLab_VGA
export VERILOG_FILES = /design/flow/design.v
export SDC_FILE = /design/flow/constraint.sdc
export NUM_CORES = 4
export LEC_CHECK = 1
export CORE_UTILIZATION = 30
==> constraint.sdc <==
current_design ESLab_VGA

set clk_period 4.5
set clk_io_pct 0.2

create_clock -name clk0 -period $clk_period [get_ports {CLOCK_50}]

set non_clock_inputs [all_inputs -no_clocks]
set_input_delay [expr $clk_period * $clk_io_pct] -clock clk0 $non_clock_inputs
set_output_delay [expr $clk_period * $clk_io_pct] -clock clk0 [all_outputs]
==> impl_metrics.csv <==
group,metric,value,unit
synthesis,yosys_warnings,23,
pwr,pwr-share-clk,50.5,%
synthesis,synth-area-yosys,6471,um2
floorplanning,chipWidth,148.9,um
sta,setup_violations,0,
setup_path,arrival,1.90,ns
floorplanning,chipArea,22160,um2
flow_run,warnings,36,
sta,worst_pin_slew,0.8115,ns
setup_path,crit_fanout,5,
sta,slew_violations,0,
pwr,combPwrFrac,5.1,%
clock_tree,cts_tree,"yes",
synthesis,ys.flops,103,
clock_tree,cts_max_level,1,
route,avgViaCountPerCell,4.653,
floorplanning,design.core.area,21090,um2
clock_tree,cts.repair.resized,0,
clock_tree,cts_setup_buffers,0,
setup_path,cp.required,3.60,ns
synthesis,postSynthAreaPerCell,8.926,um2
sta,slew-limit-headroom,45.90,%
route,antenna_left,0,
pwr,intPower,407.1,uW
finish,synthToLayoutAreaGrowth,8.237,%
setup_path,crit_path_start_kind,"primary input",
setup_path,path_buffers,2,
clock_tree,root_buffer,"clkbuf_16",
sta,fmax,356.5,MHz
route,wl,11280,um
flow_run,cap_violations,0,
setup_path,cp_common_cell,"clkdlybuf4s50_1",
sta,min_period,2.805,ns
sta,hold_violations,0,
synthesis,flop_cell,"dfxtp_1",
floorplanning,placementRows,53,
clock_tree,cts_hold_buf,0,
pwr,p_leak,0.002770,uW
grt,grt_start_max_net_pins,28,
floorplanning,die_y,148.9,um
place,port_buffers,30,
floorplanning,floorplan.core_util,30.69,%
sta,rsz0062_at_grt,"false",
setup_path,cp_slowest_stage_delay,0.53,ns
sta,untimed_endpoints,116,
grt,grt_overflow_total,0,
setup_path,cp_slowest_cell,"clkdlybuf4s50_1",
route,vias,4681,
worst_hold_path,worstHoldPathCells,1,
finish,final-seq-area,2297,um2
sta,post-route-period-util,62.33,%
pwr,ir_drop,0.1827,mV
setup_path,path_class,"primary input to primary output",
floorplanning,ios,42,
worst_hold_path,min_to,"tick.count[21]",
pwr,power_switching,84.32,uW
clock_tree,clkLatencyLatePin,0.25,ns
route,wire_per_inst,11.21,um
clock_tree,clockBufferDepth,2,
grt,grt_pass1_vias,4223,
synthesis,synth.distinct_cells,56,
sta,unclocked_regs,79,
setup_path,endpoint_kind,"primary output",
run_status,status,"finished clean",
grt,grt_pass1_wl,19590,um
place,postPlaceCellArea,6899,um2
route,drt_first_pass_iters,4,
sta,skew,0.002208,ns
sta,setup_ws,1.695,ns
pwr,total_power,491.4,uW
setup_path,crit_path_cell_trace,"clkdlybuf4s50_1 -> clkdlybuf4s50_1",
synthesis,synth_stat.cells,725,
grt,grt_usage,10.59,%
pwr,seqPwrFrac,44.3,%
worst_hold_path,hold_path_class,"flip-flop to flip-flop",
grt,antenna_found_initial,0,
finish,drive_above_1_share,2.326,%
place,hpwl,8878,um
setup_path,rr_endpoint,"tick.count[18]",
setup_path,cp_top_family,"buffers and inverters",
clock_tree,cts_buffers,3,
clock_tree,clkTransAtPathRegs,0.06,ns
place,dp_worst_setup_slack,1.696,ns
place,gp_routability_congestion,0.8455,
route,drt-initial-drc-count,81,
finish,logic_area,3755,um2
synthesis,async_flop_share,0,%
finish,post-route-cell-area,7004,um2
pwr,power.density,70.16,nW/um2
route,post-route-drc-count,0,
route,antenna_cells,0,
synthesis,syn_inst,725,
sta,fin_hold_ws,0.4659,ns
synthesis,edf_count,25,
setup_path,reg2reg_slack,2.50,ns
pwr,switching_share,17.16,%
setup_path,reg2reg_from,"tick.count[13]",
synthesis,syn-cell-area,6471,um2
worst_hold_path,hp-start,"tick.count[21]",
setup_path,worstRegToRegCells,6,
finish,num-fill-cells,2193,
sta,setup_tns,0,ns
==> layer usage <==
| layer | global-route usage (%) | up-vias | wire length [um] |
|---|---|---|---|
| li1 | - | 2501 | - |
| met5 | 0 | - | 0 |
| met2 | 17.90 | 34 | 5289 |
| met4 | 0.5612 | 0 | 63 |
| met3 | 0.1872 | 6 | 99 |
| met1 | 16.18 | 2140 | 5825 |
==> logic make-up (layout without fill, tap and decap cells) <==
| logic type | count (synthesis) | in the layout | synth area share (%) |
|---|---|---|---|
| compound gates | 103 | 103 | 9.957 |
| flops | 100 | 100 | 34.80 |
| xor+xnor | 93 | 93 | 12.59 |
| latches | 3 | 3 | 0.6960 |
| mux | 3 | 3 | 0.4641 |
| simple gates | 267 | 267 | 21.67 |
| fa+ha+maj | 64 | 64 | 12.37 |
| buf+inv | 90 | 83 | 7.328 |
| other cells | 2 | 15 | 0.1161 |
==> through the flow <==
step | cells | utilization, %
5_1_grt | 1006 | 33.21
6_report | 1006 | 33.21
3_3_place_gp | 1002 | 32.72
4_1_cts | 1006 | 33.21
2_1_floorplan | 738 | -
3_5_place_dp | 1002 | 32.72
==> flip-flops by register name, summed over array words and instances (netlist names) <==
register,count
snake.dir.direction,3
vga0.CounterY,12
VGA_CLK,1
tick.count,22
vga0.v_counter,12
vga0.VGA_BLANK_HS_o,1
vga0.VGA_BLANK_VS_o,1
snake.stackbodyX,12
tick.move_clock,1
vga0.VGA_VS_o,1
vga0.VGA_HS_o,1
snake.stackbodyY,12
vga0.h_counter,12
vga0.CounterX,12
==> cells in the mapped netlist, types with 3 or more instances <==
cell type  instances  area (um2)
edfxtp_1          25       750.7
a211oi_1           3       22.52
ha_1              64       800.8
dfxtp_1           75        1501
nand3_1           31       155.2
nor2_1            65       244.0
nand2_1           43       161.4
a21oi_1           37       185.2
clkbuf_1          10       37.54
buf_6              3       33.78
o211ai_1           6       45.04
nor4b_1            3       26.28
and2_1            25       156.4
mux2i_1            3       30.03
nor3_1            15       75.07
a32oi_1            3       26.28
o21ai_0           19       95.09
nand2b_1           4       25.02
nor2b_1           12       75.07
and3_1            16       100.1
nor4_1            11       68.82
a21o_1             9       67.56
o31ai_1            3       22.52
xnor2_1           68       595.6
or4_1              3       22.52
dlxtn_1            3       45.04
a2111oi_0          3       26.28
nor3b_1            4       30.03
nand4_1           20       125.1
buf_4             29       217.7
buf_2              4       20.02
inv_1             44       165.2
a31oi_1            5       31.28
xor2_1            25       219.0
and4_1             3       26.28
==> placed cells by master (no fill, tap or decap), types with 3 or more instances in the layout <==
cell type        instances
and4_1                   3
a2111oi_0                3
nand2_1                 43
o21ai_0                 19
nor3b_1                  4
clkdlybuf4s50_1         30
nor4b_1                  3
xnor2_1                 68
a211oi_1                 3
and2_1                  25
dlxtn_1                  3
a31oi_1                  5
conb_1                  15
ha_1                    64
and3_1                  16
clkbuf_16                3
a21oi_1                 37
or4_1                    3
nand2b_1                 4
nand3_1                 31
dfxtp_1                 75
nor2b_1                 12
o211ai_1                 6
nor4_1                  10
inv_1                   44
a32oi_1                  3
o31ai_1                  3
mux2i_1                  3
a21o_1                   9
nor2_1                  65
nand4_1                 20
nor3_1                  15
xor2_1                  25
edfxtp_1                25
buf_4                    5
==> how the worst max path moves through the flow <==
stage              to  startpoint  depth (start not counted)
CTS           LEDR[0]       SW[0]                          2
global route  LEDR[0]       SW[0]                          2
finish        LEDR[0]       SW[0]                          2
==> layout make-up <==
| cell class | instances | share of cell area [%] |
|---|---|---|
| tap | 275 | 4.912 |
| timing repair buffer | 35 | 4.823 |
| multi-input combinational | 545 | 53.61 |
| inverter | 44 | 2.358 |
| sequential | 103 | 32.80 |
| clock buffer | 3 | 1.072 |
| clock inverter | 1 | 0.4287 |
==> power by group through the flow <==
stage / clock, uW / sequential [uW] / combinational [uW]
4_1_cts: 255 / 218 / 25.8
5_1_grt: 264 / 218 / 28.7
6_report: 248 / 218 / 25.2
Power figures rest on the tool's default switching activity, not on a simulated workload.
